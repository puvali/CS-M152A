$ cat flow/config.mk
export PLATFORM = sky130hd
export DESIGN_NAME = stopwatch
export DESIGN_NICKNAME = stopwatch
export VERILOG_FILES = /design/flow/design.v
export SDC_FILE = /design/flow/constraint.sdc
export NUM_CORES = 4
export LEC_CHECK = 1
export CORE_UTILIZATION = 50
$ cat flow/constraint.sdc
current_design stopwatch

set clk_period 5.6
set clk_io_pct 0.2

create_clock -name clk0 -period $clk_period [get_ports {clk}]

set non_clock_inputs [all_inputs -no_clocks]
set_input_delay [expr $clk_period * $clk_io_pct] -clock clk0 $non_clock_inputs
set_output_delay [expr $clk_period * $clk_io_pct] -clock clk0 [all_outputs]
$ cat flow/design.v
`timescale 1ns / 1ps
module clock(input RESET,
				 input clk, 					 
				 output reg clk_2hz, 		 
				 output reg clk_1hz, 		 
				 output reg fast_clk, 		 
				 output reg blink_clk);		 
reg [25:0] ctr2 = 0;
parameter dv2 = 26'd25_000_000;
reg [25:0] ctr1 = 0;
parameter dv1 = 26'd50_000_000;
reg [25:0] ctrf = 0;
parameter dvf = 26'd100_000;
reg [25:0] ctrb = 0;
parameter dvb = 26'd40_000_000;
always @(posedge clk, posedge RESET) begin
	if (RESET) begin
		ctr2 <= 0;
		clk_2hz <= 0;
	end else if (ctr2 == dv2 - 1) begin
		ctr2 <= 0;
		clk_2hz <= ~clk_2hz;
	end else begin
		ctr2 <= ctr2 + 1;
		clk_2hz <= clk_2hz;
	end 
end
always @(posedge clk, posedge RESET) begin
	if (RESET) begin
		ctr1 <= 0;
		clk_1hz <= 0;
	end else if (ctr1 == dv1 - 1) begin
		ctr1 <= 0;
		clk_1hz <= ~clk_1hz;
	end else begin
		ctr1 <= ctr1 + 1;
		clk_1hz <= clk_1hz;
	end 
end
always @(posedge clk, posedge RESET) begin
	if (RESET) begin
		ctrf <= 0;
		fast_clk <= 0;
	end else if (ctrf == dvf - 1) begin
		ctrf <= 0;
		fast_clk <= ~fast_clk;
	end else begin
		ctrf <= ctrf + 1;
		fast_clk <= fast_clk;
	end 
end
always @(posedge clk, posedge RESET) begin
	if (RESET) begin
		ctrb <= 0;
		blink_clk <= 0;
	end else if (ctrb == dvb - 1) begin
		ctrb <= 0;
		blink_clk <= ~blink_clk;
	end else begin
		ctrb <= ctrb + 1;
		blink_clk <= blink_clk;
	end 
end
endmodule
`timescale 1ns / 1ps
module counter(input RESET,
					input ispaused,
					input [2:0] state,
					input clk_1hz,
					input clk_2hz,
					output reg [5:0] minutes,
					output reg [5:0] seconds);
parameter basic = 4'd0;
parameter adj_min = 4'd1;
parameter adj_sec = 4'd2;
reg state_clk;
always @(*) begin
	if (state == adj_min || state == adj_sec)
		state_clk <= clk_2hz;
	else 
		state_clk <= clk_1hz;
end
always @(posedge state_clk, posedge RESET) begin
	if (RESET) begin
		seconds = 0;
		minutes = 0;
	end
	else if (ispaused) begin
		seconds = seconds;
		minutes = minutes;
	end
	else if(state == basic) begin 
		if (minutes == 59 && seconds == 59) begin
			seconds = 0;
			minutes = 0;
		end else if (seconds == 59) begin
			seconds = 0;
			minutes = minutes + 1;
		end else begin
			seconds = seconds + 1;
		end
	end 
	else if(state == adj_min) begin
		if (minutes == 59) begin
			minutes = 0;
		end else begin
			minutes = minutes + 1;
		end
	end 
	else if(state == adj_sec) begin
		if (seconds == 59) begin
			seconds = 0;
		end else begin
			seconds = seconds + 1;
		end
	end		
end
endmodule
`timescale 1ns / 1ps
module debouncer(
	input clk, 
	input fast_clk,
	input button,  
	output bounce_state  
	);
	wire Q0, Q1, Q2;
	dff d0(fast_clk, button, Q0);
	dff d1(fast_clk, Q0, Q1);
	dff d2(fast_clk, Q1, Q2);
	assign bounce_state = Q1 & ~Q2;
endmodule
module dff(input fast_clk,
			  input D,
			  output reg Q);
always @ (posedge fast_clk) begin 
	Q <= D;
end
endmodule
`timescale 1ns / 1ps
module segments(input [3:0] digit,
					output reg [6:0] cathode);
always @* begin
	case (digit) 		   
		4'd0: cathode = 7'b0000001;
		4'd1: cathode = 7'b1001111;
		4'd2: cathode = 7'b0010010;
		4'd3: cathode = 7'b0000110;
		4'd4: cathode = 7'b1001100;
		4'd5: cathode = 7'b0100100;
		4'd6: cathode = 7'b0100000;
		4'd7: cathode = 7'b0001111;
		4'd8: cathode = 7'b0000000;
		4'd9: cathode = 7'b0000100;
		default: cathode = 7'b1111111;
	endcase 
	end
endmodule
`timescale 1ns / 1ps
module stopwatch(input clk, 
					  input SEL, 
					  input ADJ, 
					  input RESET, 
					  input PAUSE,
					  output reg [3:0] anode, 
					  output reg [6:0] cathode);
wire clk_2hz;
wire clk_1hz;
wire fast_clk;				 
wire blink_clk;			 
clock clk_ins(RESET, clk, clk_2hz, clk_1hz, fast_clk, blink_clk);
wire rst_db;
wire pause_db;
debouncer pause_debouncer(.clk(clk), .fast_clk(fast_clk), .button(PAUSE), .bounce_state(pause_db));
debouncer rst_debouncer (.clk(clk), .fast_clk(fast_clk), .button(RESET), .bounce_state(rst_db));
parameter basic = 4'd0;
parameter adj_min = 4'd1;
parameter adj_sec = 4'd2;
reg [2:0] state;
reg [2:0] blinking;
always @(*) begin
	if (ADJ & ~SEL) begin
		state = adj_min;
		blinking = 1;
	end
	else if (ADJ & SEL) begin
		state = adj_sec;
		blinking = 2;
	end
	else if (~ADJ) begin
		state = basic;
		blinking = 0;
	end
end
reg ispaused;
always @(posedge pause_db) begin
	if (pause_db)
		ispaused <= 0;
	else 
		ispaused <= ~ispaused;
end
wire [5:0] minutes;
wire [5:0] seconds;
wire [3:0] min_tens;	
wire [3:0] min_ones;	
wire [3:0] sec_tens;	
wire [3:0] sec_ones;	
counter ctr(RESET, ispaused, state, clk_1hz, clk_2hz, minutes, seconds);
assign min_tens = minutes/10;
assign min_ones = minutes - (min_tens * 10);
assign sec_tens = seconds/10;
assign sec_ones = seconds - (sec_tens * 10);	
wire [6:0] cathode3;
wire [6:0] cathode2;
wire [6:0] cathode1;
wire [6:0] cathode0;
segments m10(.digit(min_tens), .cathode(cathode3));
segments m1(.digit(min_ones), .cathode(cathode2));
segments s10(.digit(sec_tens), .cathode(cathode1));
segments s1(.digit(sec_ones), .cathode(cathode0));
reg [1:0] digit_switch;
always @ (posedge fast_clk, posedge RESET) begin
	if (RESET)
		digit_switch <= 0;
	else if (digit_switch == 0) begin
		anode <= 4'b0111;
		cathode <= cathode3;
		if (blinking == 1 && blink_clk)
			anode <= 4'b1111;
		digit_switch <= digit_switch + 1;
	end else if (digit_switch == 1) begin
		anode <= 4'b1011;
		cathode <= cathode2;
		if (blinking == 1 && blink_clk)
			anode <= 4'b1111;		
		digit_switch <= digit_switch + 1;
	end else if (digit_switch == 2) begin
		anode <= 4'b1101;
		cathode <= cathode1;
		if (blinking == 2 && blink_clk)
			anode <= 4'b1111;
		digit_switch <= digit_switch + 1;
	end else if (digit_switch == 3) begin
		anode <= 4'b1110;
		cathode <= cathode0;
		if (blinking == 2 && blink_clk)
			anode <= 4'b1111;
		digit_switch <= 0;
	end
end 
endmodule
$ cat flow/run.sh
#!/bin/bash
# OpenROAD 26Q1-2900-gdf79404cd8, Yosys 0.63+post, stock flow scripts
make -C /OpenROAD-flow-scripts/flow DESIGN_CONFIG=/design/flow/config.mk WORK_HOME=/design/flow/orfs finish
==> results_dict.tcl <==
# collected from the flow reports
set metrics [dict create \
    critPathSlowestCell "dfrtp_1" \
    synth_area_um2 7710 \
    fin_setup_tns_ns 0 \
    hpwlAfterDp_mm 9.33 \
    flop_cell "dfrtp_1" \
    grt_max_degree 47 \
    antenna_found_initial 0 \
    hold_depth 1 \
    cts_setup_buffers 0 \
    final_layout_top_logic_cell "dfrtp_1" \
    viasPerCell 5.37 \
    worst_slack_ns 3.33 \
    power_density_nw_per_um2 173 \
    mostFrequentLayoutCells "122 x dfrtp_1, 94 x nor2_1, 75 x nand2_1, 57 x nand3_1, 57 x xor2_1" \
    period_used_pct 40.5 \
    cp.required_ns 5.87 \
    cp.arrival_ns 2.54 \
    num_vias 5397 \
    drc 0 \
    htree_levels 3 \
    hold_start "clk_ins.clk_2hz" \
    grt_pass1_wl_mm 23.9 \
    syn_avg_cell_area_um2 9.67 \
    p_int_uw 1140 \
    tightest_slew_ns 0.838 \
    fillers 1284 \
    reg2reg_slack_ns 3.33 \
    cts_root_buffer "clkbuf_16" \
    crit_chain "ha_1, and3_1, and3_1, and3_1, and2_1, inv_1, nor2_1, nand3_1, xor2_1, nor2_1" \
    die-area_um2 15900 \
    crit_path_start_kind "flip-flop" \
    async_reset_ff_share_pct 90.4 \
    slew_headroom_pct 43.7 \
    grt_pass1_vias 5232 \
    yosys_area_um2 7710 \
    cts.reportedPaths.clkPinSlew_ns 0.07 \
    fp_util_pct 50.9 \
    hold_buffers 0 \
    place_area_um2 8050 \
    comb_power_share_pct 1.8 \
    reg2regPathDepth 10 \
    hp-class "flip-flop to flip-flop" \
    synthCells 797 \
    pin_count 16 \
    path_buffers 1 \
    top_area_cell "dfrtp_1" \
    unclocked_regs 27 \
    setup_violations 0 \
    place_ws_ns 3.06 \
    cts_tree "built" \
    endpoint_kind "flip-flop" \
    synth_cell_types 71 \
    ys_cells 797 \
    place.gp.congestion 0.860 \
    untimed_endpoints 49 \
    clock_latency_ns 0.35 \
    post_cts_resized 0 \
    crit_path_max_fanout 4 \
    edf_count 11 \
    topCellsByArea "dfrtp_1 40%, ha_1 8.1%, xor2_1 6.5%, xnor2_1 4.9%, nor2_1 4.6%" \
    path_delay_family "simple AND/OR/NAND/NOR gates" \
    fp.dieW_um 126 \
    clkPwrFrac_pct 44.0 \
    min_period_ns 2.27 \
    finalHoldViolations 0 \
    r2r-end "clk_ins.ctr2[20]" \
    die_h_um 126 \
    postLayoutCellArea_um2 8350 \
    status "complete, no violations" \
    setup.worst_path.class "flip-flop to flip-flop" \
    p_total_uw 1440 \
    wl_per_cell_um 13.0 \
    p_switching_uw 304 \
    core_um2 15100 \
    area_delta_synth_final_pct 8.28 \
    p_seq_share_pct 54.2 \
    grt-ovfl-total 0 \
    grt_use_total_pct 18.7 \
    ir_drop_v 0.000236 \
    hold-path-endpoint "clk_ins.clk_2hz" \
    n_antenna_cell 0 \
    ys_warn_count 5 \
    rsz0062_at_grt "no" \
    p_sw_share_pct 21.1 \
    clock_path_buffers 2 \
    r2r_start "clk_ins.ctr2[0]" \
    cts_buffers 9 \
    ys_ff 135 \
    totalWireLength_mm 13.0 \
    power_leakage_uw 0.00384 \
    final_max_slew_viol_count 0 \
    slowest_delay_ns 0.39 \
    fin_skew_ns 0.00777 \
    io_buffers 14 \
    layout-drive-gt1-share_pct 5.26 \
    fmax_ghz 0.441 \
    tool_warnings 58 \
    firstDrtPassIters 4 \
    row_count 45 \
    ant_nets 0 \
    yosysTopAreaCellShare_pct 39.6 \
    path_common_cell "and3_1" \
    drv_cap 0 \
    drt_iter0_markers 232 \
]
## layer usage
metal	global-route usage, %	wire [µm]	up-vias
met5	0	0	-
met4	1.28	100	0
met3	2.73	307	5
met2	29.1	5870	55
met1	30.2	6770	2553
li1	-	-	2784
## logic make-up (layout without fill, tap and decap cells)
logic type / count (synthesis) / in the layout / synth area share [%]
compound gates: 96 / 96 / 8.57
xor+xnor: 101 / 101 / 11.7
fa+ha+maj: 52 / 52 / 8.64
buf+inv: 57 / 76 / 3.28
flops: 133 / 133 / 43.9
latches: 2 / 2 / 0.390
mux: 13 / 13 / 1.77
other cells: 1 / 2 / 0.0487
simple gates: 342 / 342 / 21.7
## synth_stat cells, types with 3 or more instances
| cell type | number |
|---|---|
| a21o_1 | 3 |
| a21oi_1 | 18 |
| a311oi_1 | 3 |
| a31oi_1 | 3 |
| and2_1 | 7 |
| and3_1 | 23 |
| and4_1 | 4 |
| buf_2 | 3 |
| clkbuf_1 | 11 |
| dfrtp_1 | 122 |
| edfxtp_1 | 11 |
| ha_1 | 50 |
| inv_1 | 38 |
| mux2_2 | 5 |
| mux2i_1 | 8 |
| nand2_1 | 75 |
| nand2b_1 | 4 |
| nand3_1 | 57 |
| nand4_1 | 17 |
| nor2_1 | 94 |
| nor2b_1 | 11 |
| nor3_1 | 16 |
| nor4_1 | 8 |
| o211ai_1 | 7 |
| o21ai_0 | 29 |
| o21ai_1 | 3 |
| o31ai_1 | 3 |
| or2_2 | 5 |
| or3_1 | 4 |
| xnor2_1 | 43 |
| xor2_1 | 57 |
## sequential cells by signal (all words and copies together), names as in the netlist
| name | count |
|---|---|
| clk_ins.blink_clk | 1 |
| clk_ins.clk_2hz | 1 |
| anode | 4 |
| clk_ins.ctr1 | 26 |
| digit_switch | 2 |
| ctr.minutes | 6 |
| clk_ins.clk_1hz | 1 |
| ctr.seconds | 6 |
| clk_ins.fast_clk | 1 |
| clk_ins.ctrb | 26 |
| clk_ins.ctrf | 26 |
| cathode | 7 |
| state | 2 |
| clk_ins.ctr2 | 26 |
## how the worst max path moves through the flow
stage | startpoint | endpoint | slack, ns | cells past startpoint
4_1_cts | clk_ins.ctr2[0] | clk_ins.ctr2[20] | 3.32 | 7
5_1_grt | clk_ins.ctr2[0] | clk_ins.ctr2[16] | 3.13 | 7
6_report | clk_ins.ctr2[0] | clk_ins.ctr2[20] | 3.33 | 10
## cell type report
class | instances | area (µm²) | share of cell area (%)
Clock buffer | 10 | 229 | 2.74
Clock inverter | 6 | 68.8 | 0.825
Inverter | 39 | 161 | 1.93
Multi-Input combinational cell | 606 | 4050 | 48.5
Sequential cell | 135 | 3410 | 40.9
Tap cell | 188 | 235 | 2.82
Timing Repair Buffer | 21 | 193 | 2.31
## worst register-to-register path, cell delays in order, from the launching register on
cell     delay [ns]
dfrtp_1        0.39
ha_1           0.20
and3_1         0.19
and3_1         0.24
and3_1         0.23
and2_1         0.22
inv_1          0.05
nor2_1         0.27
nand3_1        0.15
xor2_1         0.16
nor2_1         0.11
## power by group through the flow
stage                 registers, µW  clock network [µW]  logic (µW)
after CTS                       782                 663        28.0
after global routing            782                 684        31.5
final                           782                 634        26.0
## stage by stage
stage | utilization [%] | std cells | hold WS [ns]
after CTS | 55.1 | 1005 | 0.467
after detailed placement | 53.1 | 989 | 0.453
final | 55.1 | 1005 | 0.459
after floorplan | - | 798 | 0.436
after global placement | 53.1 | 989 | 0.454
after global routing | 55.1 | 1005 | 0.487
Power and IR drop assume default switching activity.
